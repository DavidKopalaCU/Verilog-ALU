### /design/flow/config.mk
export PLATFORM = sky130hd
export DESIGN_NAME = seven_segment
export DESIGN_NICKNAME = seven_segment
export VERILOG_FILES = /design/flow/design.v
export SDC_FILE = /design/flow/constraint.sdc
export NUM_CORES = 4
export LEC_CHECK = 1
export CORE_AREA = 10 10 70 70
export DIE_AREA = 0 0 80 80
### /design/flow/run.sh
#!/bin/bash
# OpenROAD 26Q1-2900-gdf79404cd8, Yosys 0.63+post, stock flow scripts
make -C /OpenROAD-flow-scripts/flow DESIGN_CONFIG=/design/flow/config.mk WORK_HOME=/design/flow/orfs finish
### /design/flow/design.v
module seven_segment (
	input				[3:0]	hex,
	input						dec,
	output	reg	[7:0] leds
);
always @(hex)
	case (hex)
		0: leds = { !dec, 7'b1000000 };
		1: leds = { !dec, 7'b1111001 };
		2: leds = { !dec, 7'b0100100 };
		3: leds = { !dec, 7'b0110000 };
		4: leds = { !dec, 7'b0011001 };
		5: leds = { !dec, 7'b0010010 };
		6: leds = { !dec, 7'b0000010 };
		7: leds = { !dec, 7'b1111000 };
		8: leds = { !dec, 7'b0000000 };
		9: leds = { !dec, 7'b0010000 };
		10: leds = { !dec, 7'b0001000 };
		11: leds = { !dec, 7'b0000011 };
		12: leds = { !dec, 7'b1000110 };
		13: leds = { !dec, 7'b0100001 };
		14: leds = { !dec, 7'b0000110 };
		15: leds = { !dec, 7'b0001110 };
	endcase
endmodule
### /design/flow/constraint.sdc
current_design seven_segment

set clk_period 1.3
set clk_io_pct 0.2

create_clock -name clk0 -period $clk_period

set non_clock_inputs [all_inputs -no_clocks]
set_input_delay [expr $clk_period * $clk_io_pct] -clock clk0 $non_clock_inputs
set_output_delay [expr $clk_period * $clk_io_pct] -clock clk0 [all_outputs]
==> results.toml <==
# yosys + openroad results
[routing]
drtAntennaViolNets = 0
routed_wl_um = 961
route.detailed.wl_per_inst_um = 9.610
vias_after_detailed_routing = 303
num_antenna_cells = 0
drt_drc_violations_left = 0
firstDrtPassIters = 4
via_per_inst = 3.030
dr.first_iter.drc_count = 6

[placed_design]
io_buffer_count = 13
hpwl_dp_um = 746.9
placement.setup.worst_slack_ns = -0.8499
gp_routability_congestion = 0.7064
placed_area_um2 = 431.7
place_inst = 99

[final_layout]
final-seq-area_um2 = 0
finalInstanceArea_um2 = 510.5
final_util_pct = 14.95
mostFrequentLayoutCells = "sky130_fd_sc_hd__buf_4, sky130_fd_sc_hd__nand2_1, sky130_fd_sc_hd__buf_6"
clk_buf = 0
fin_cells = 100
syn2layout_area_growth_pct = 140.0
seq_cell_count = 0
final_common_cell = "sky130_fd_sc_hd__buf_4"
fillerInstances = 402
drive_above_1_share_pct = 55.56

[die]
chipArea_um2 = 6400
coreArea_um2 = 3416
io_pins = 13
die.size.y_um = 80
floorplan.core_util_pct = 6.227
die_w_um = 80
number_of_rows_in_the_core_area = 21

[timing]
final-setup-viol-count = 0
layout_setup_ws_ns = 0.009976
period_minus_slack_ns = 1.290
worst-slew-pin-transition_ns = 0.1755
total_negative_setup_slacks_ns = 0
rsz0062_at_grt = "yes"
finalMaxSlewViolations = 0
max_freq_ghz = 0.7752
holdWs_ns = 0.8787
number_of_endpoints_with_negative_hold_slack_in_the_final_report = 0
worst_slew_margin_rel_pct = 88.26
final_min_period_over_clock_period_pct = 99.23

[synth]
syn_inst = 36
synth.yosys.num_cells = 36
synth.distinct_cells = 21
ys_warn_count = 1
yosys-stat-area_um2 = 212.7
postSynthAreaPerCell_um2 = 5.908
synth_seq_share_pct = 0
netlist_area_um2 = 212.7

[power]
vdd_ir_drop_max_mv = 0.07709
power.net_switching_uw = 65.42
p_int_uw = 91.04
switching_share_pct = 41.81
power_frac_clock_pct = 0
power_leakage_nw = 0.2319
p_seq_share_pct = 0
total_power_uw = 156.5
p_comb_share_pct = 100.0
power-per-cell-area_nw_per_um2 = 306.5

[status]
run_status = "complete, no violations"

[setup_path]
timing.critical_path.required_ns = 1.04
setup.worst_path.class = "primary input to primary output"
crit_path_max_fanout = 8
critical_path.endpoint_type = "primary output"
startpoint = "hex[2]"
timing.critical_path.arrival_ns = 1.03
cp-start-kind = "primary input"

[global_route]
first_global_vias = 301
global_route.overflow_total = 0
grt_antenna_before_repair = 0
grt_first_pass_wirelength_um = 1476
grt.total_usage_pct = 2.817
grt_start_max_net_pins = 9

[flow_run]
warnings = 34
drv.max_cap_violation_count = 0

[min_path]
hold_class = "primary input to primary output"
hp-start = "hex[0]"

[clock_tree]
post_cts_hold_buffer_count = 0
[cells by family (layout without fill, tap and decap cells)]
kind of cell,Yosys count,count (layout),synth area share (%)
and+or+nand+nor,18,18,42.94
AOI/OAI and AO/OA,11,11,35.88
buffers and inverters,6,24,17.06
xor gates and xnor gates,1,1,4.118
[cells in the mapped netlist]
cell | count | area [um^2]
sky130_fd_sc_hd__o21ai_1 | 1 | 5.000
sky130_fd_sc_hd__a221o_1 | 1 | 10.01
sky130_fd_sc_hd__xnor2_1 | 1 | 8.760
sky130_fd_sc_hd__o21ai_0 | 1 | 5.000
sky130_fd_sc_hd__buf_6 | 1 | 11.26
sky130_fd_sc_hd__inv_1 | 2 | 7.510
sky130_fd_sc_hd__o22ai_1 | 2 | 12.51
sky130_fd_sc_hd__nor2b_2 | 1 | 8.760
sky130_fd_sc_hd__o31ai_1 | 1 | 7.510
sky130_fd_sc_hd__nor2_1 | 3 | 11.26
sky130_fd_sc_hd__a21oi_1 | 1 | 5.000
sky130_fd_sc_hd__and2b_1 | 1 | 7.510
sky130_fd_sc_hd__a31oi_1 | 1 | 6.260
sky130_fd_sc_hd__buf_4 | 1 | 7.510
sky130_fd_sc_hd__or3_1 | 1 | 6.260
sky130_fd_sc_hd__o32a_1 | 1 | 10.01
sky130_fd_sc_hd__nor3_1 | 2 | 10.01
sky130_fd_sc_hd__nand2b_1 | 4 | 25.02
sky130_fd_sc_hd__buf_2 | 2 | 10.01
sky130_fd_sc_hd__nand2_1 | 6 | 22.52
sky130_fd_sc_hd__a21o_1 | 2 | 15.01
[path summary, 6_finish.rpt]
kind,endpoint,slack (ns),cells past startpoint
worst max-delay path,leds[3],0.01,6
worst min-delay path,leds[4],0.88,4
[power groups by stage]
stage | registers (mW) | logic, mW | clock network (mW)
4_1_cts | 0 | 0.132 | 0
5_1_grt | 0 | 0.174 | 0
6_report | 0 | 0.156 | 0
[critical path, cell delays in order]
cell and delay (ns):
sky130_fd_sc_hd__buf_12 0.11, sky130_fd_sc_hd__buf_6 0.12, sky130_fd_sc_hd__xnor2_2 0.15, sky130_fd_sc_hd__nor3_2 0.05, sky130_fd_sc_hd__a21o_1 0.14, sky130_fd_sc_hd__clkdlybuf4s15_2 0.19
[routing by layer]
layer	track usage, %	wire (um)	up-vias
li1	-	-	161
met1	4.021	480	135
met2	4.735	425	7
met3	0.2273	55	0
met4	0	0	0
met5	0	0	-
[area by class of cell]
| cell class | instances | area, um^2 | area share [%] |
|---|---|---|---|
| inverter | 2 | 7.507 | 1.471 |
| multi-input combinational | 30 | 247.7 | 48.53 |
| tap | 46 | 57.56 | 11.27 |
| timing repair buffer | 22 | 197.7 | 38.73 |
[repair_timing]
| item | 4_1_cts | 5_1_grt |
|---|---|---|
| setup endpoints to repair | 8 | 7 |
| setup buffers | 1 | 1 |
| pin swaps | 8 | 4 |
| gates resized | 45 | 23 |
Power figures rest on the tool's default switching activity, not on a simulated workload.
