## run.sh

```bash
#!/bin/bash
# OpenROAD 26Q1-2900-gdf79404cd8, Yosys 0.63+post, stock flow scripts
make -C /OpenROAD-flow-scripts/flow DESIGN_CONFIG=/design/flow/config.mk WORK_HOME=/design/flow/orfs finish
```

## config.mk

```make
export PLATFORM = sky130hd
export DESIGN_NAME = logical_mux
export DESIGN_NICKNAME = logical_mux
export VERILOG_FILES = /design/flow/design.v
export SDC_FILE = /design/flow/constraint.sdc
export NUM_CORES = 4
export LEC_CHECK = 1
export CORE_AREA = 10 10 70 70
export DIE_AREA = 0 0 80 80
```

## constraint.sdc

```tcl
current_design logical_mux

set clk_period 1.9
set clk_io_pct 0.2

create_clock -name clk0 -period $clk_period

set non_clock_inputs [all_inputs -no_clocks]
set_input_delay [expr $clk_period * $clk_io_pct] -clock clk0 $non_clock_inputs
set_output_delay [expr $clk_period * $clk_io_pct] -clock clk0 [all_outputs]
```

## design.v

```verilog
module m_and(
	input			[3:0]		x,
	input			[3:0]		y,
	output 		[3:0]		out
);
assign out[3] = x[3] & y[3];
assign out[2] = x[2] & y[2];
assign out[1] = x[1] & y[1];
assign out[0] = x[0] & y[0];
endmodule
module m_or(
	input		[3:0]		x,
	input		[3:0]		y,
	output	[3:0]		out
);
genvar i;
generate
	for (i = 0; i < 4; i = i + 1)
	begin: f
		assign out[i] = x[i] | y[i];
	end  
endgenerate
endmodule
module m_xor(
	input		[3:0]		x,
	input		[3:0]		y,
	output	[3:0]		out
);
genvar i;
generate
	for (i = 0; i < 4; i = i + 1)
	begin: f
		assign out[i] = x[i] ^ y[i];
	end  
endgenerate
endmodule
module m_not(
	input		[7:0]		in,
	output	[7:0]		out
);
genvar i;
generate
	for (i = 0; i < 8; i = i + 1)
	begin: f
		assign out[i] = !in[i];
	end  
endgenerate
endmodule
module arithmetic_mux(
	input		[1:0]		a,
	input				  [9:0]		in,
	output 		reg     [9:0]		out
);
wire [4:0] adder_out;
ripple_carry_adder adder(in[3:0], in[7:4], adder_out[3:0], adder_out[4]);
wire [3:0] sub_out;
subtract	sub(in[3:0], in[7:4], sub_out[3:0]);
wire [8:0] mult_out;
multiply_by_2 m2(in[7:0], mult_out[7:0], mult_out[8]);
wire [8:0] div_out;
divide_by_2 d2(in[7:0], div_out[7:0], div_out[8]);
always @(a)
	case(a)
		0: begin
				out[3:0] <= adder_out[3:0];
				out[9]	<= adder_out[4];
			end
		1: out <= sub_out;
		2: begin
				out[7:0] <= mult_out[7:0];
				out[9]	<= mult_out[8];
			end
		3: begin
				out[7:0] <= div_out[7:0];
				out[9]	<= div_out[8];
			end
	endcase
endmodule
module logical_mux(
	input			[1:0]		a,
	input			[9:0]		in,
	output 	reg	[9:0]		out
);
wire [3:0] and_out;
m_and ad(in[3:0], in[7:4], and_out[3:0]);
wire [3:0] or_out;
m_or o(in[3:0], in[7:4], or_out[3:0]);
wire [3:0] x_out;
m_xor x(in[3:0], in[7:4], x_out[3:0]);
wire [7:0] not_out;
m_not n(in[7:0], not_out[7:0]);
always @(a)
	case (a)
		0: out <= and_out;
		1: out <= or_out;
		2: out <= x_out;
		3: out <= not_out;
	endcase
endmodule
module comparison_mux(
	input			[1:0]		a,
	input			[9:0]		in,
	output 	reg	[9:0]		out
);
wire eq_out;
equal eq(in[3:0], in[7:4], eq_out);
wire gt_out;
greater_than gt(in[3:0], in[7:4], gt_out);
wire lt_out;
less_than lt(in[3:0], in[7:4], lt_out);
wire [3:0] max_out;
max max_m(in[3:0], in[7:4], max_out);
always @(a)
	case(a)
		0: out <= eq_out;
		1: out <= gt_out;
		2: out <= lt_out;
		3: out <= max_out;
	endcase
endmodule
module main(
	input		[1:0]		a,
	input		[1:0]		b,
	output		     [7:0]		HEX0,
	output		     [7:0]		HEX1,
	output 			reg     [9:0]		LEDR,
	input 		     [9:0]		SW,
	input			[31:0] clk_cnt
);
wire [9:0] am_out;
arithmetic_mux am(b, SW, am_out);
wire [9:0] log_out;
logical_mux lm(b, SW, log_out);
wire [9:0] comp_out;
comparison_mux cm(b, SW, comp_out);
wire [9:0] magic_out;
magic_mode mm_mux(clk_cnt, magic_out);
wire [3:0] hex1_in;
wire [3:0] hex2_in;
seven_segment s1(hex1_in, 0, HEX0);
seven_segment s2(hex2_in, 0, HEX1);
assign hex1_in = LEDR[7:4];
assign hex2_in = LEDR[3:0];
always @(a, b)
	case (a)
		0: LEDR <= am_out;
		1: LEDR <= log_out;
		2: LEDR <= comp_out;
		3: LEDR <= magic_out;
	endcase
endmodule
```

==> run notes <==
Numbers from the implementation run.

The run finished with clean final reports. The leakage power total is 0.264 nW. The routed via count divided by cell count is ~2.6. Per the layout report, the design carries 0 clock buffers. The critical path maximum fanout is 2. The quantity of I/O buffers inserted on ports is 18. The number of max-capacitance violations reported is 0.

The last weighted congestion value of the routability-driven placer is approximately 0.75. The area taken by sequential standard cells is reported as 0 µm². The routed layout reports a DRC error count of 0. The flip-flop and latch count is 0.

The combined area of the multi-input logic cells is roughly 230 µm². The count of standard-cell rows is 21. The cell sequence reported for the critical path is dlygate4sd2_1 > buf_4 > ha_2 > mux4_2 > buf_2. The worst setup timing slack at the placement stage is -626 ps.

According to the floorplan report, the total die area is 6400 µm². The worst setup path is launched from an input pin. Across every metal layer, demand over resource in global routing totals about 2.8%.

According to the timing report, the critical path is captured at out[1]. Across the VDD grid, the largest voltage drop is 0.0000549 V. The number of library cell types mapped by synthesis is 7. The sum of overflow across all layers after global routing is 0. The number of instances in the synthesized netlist is 32. The floorplan step set the die width to approximately 80 µm. The antenna diode instance count is 0. After clock tree synthesis, the flow added hold-fix buffers numbering 0.

In this run the vertical extent of the chip is roughly 80 µm. In the floorplan report the effective utilization is around 8.4%. At the worst endpoint, the required time is 1520 ps. The final report lists a non-filler cell total of ~100. The first detailed-routing pass ran for 2 iterations. The via count of the first global-routing pass is between 200 and 300.

The maximum number of pins on one net before global-route repair is 5. In the final layout, the share of cells above drive strength 1 is 46.4%. Relative to the synthesized area, the layout overhead comes to 79.1%. The average detailed-routed wire length per instance is ~8.8 µm.

Setup repair after global routing left no endpoint under its margin. The number of routed nets with antenna violations is 0. The critical path capture point type is an output port. The fill cell total of the finished layout is 400.

For this run, the top clock speed supported by timing is 541 MHz. The classification of the worst-slack hold path is input pin to output port. Including well taps, the total number of placed cells is 102.

The mean post-synth cell area is between 8 and 9 µm². The total power per unit cell area is ~160 nW/µm². The OpenROAD warning count is 38.

The start point of the critical path is in[5]. The timing report shows that the slowest cell on the worst path is mux4_2. The first-pass GRT wire length is between 1 and 1.5 mm. For reference, the most critical setup path is categorized as input pin to output port. Summing every instance area after synthesis gives 288 µm². The proportion of synthesized chip area in sequential cells is 0%. Across all setup checks in the final design, the least slack found is 50.0 ps.

The initial detailed-routing violation count is 5. The final tally of hold violations is 0. After legalization and detailed placement, the total HPWL measured between 800 and 900 µm. The number of standard cells reported by yosys is 32.

The setup-violating endpoint count in the final report is 0. The count of vias placed by the detailed router is between 200 and 300. The post-route fraction of the period consumed by the critical path is a little over nine tenths. Counting pins that exceed their max-slew limit in the final report gives 0. The count of warnings emitted by yosys is 1.

The worst path arrival time is 1470 ps. The aggregate routed wire length is between 800 and 900 µm. The number of setup buffers added after CTS is 0. The routed design could run at a clock period as short as 1850 ps. The core box area is 3420 µm². The largest single stage delay on the critical path is about 440 ps. The chip area line in the Yosys stat output reads ~290 µm². The number of antenna violations at the first check in global routing is 0. 22 I/O pins were placed.
[cell usage in the layout (no fill, tap or decap)]
cell type,synthesis,final
buf_2,0,4
buf_4,2,6
buf_6,0,1
clkbuf_2,0,6
clkdlybuf4s15_1,0,2
clkdlybuf4s15_2,0,1
clkdlybuf4s50_1,0,4
conb_1,1,2
dlygate4sd2_1,0,1
ha_1,8,5
ha_2,0,3
inv_1,12,12
mux4_2,0,4
nand2_2,0,1
nor2_1,4,4
[metrics by stage]
step	power [mW]	hold slack (ps)	setup TNS [ps]	utilization (%)	instance area [µm²]
after global routing	0.0956	1240	0	15.1	515
after floorplan	0.0289	773	0	-	292
after detailed placement	0.0980	1780	-3640	16.6	567
after CTS	0.0860	1340	0	15.4	527
after global placement	0.0963	1790	-3570	16.6	567
final	0.0831	1190	0	15.1	515
[critical path, delay by kind of cell]
kind	cells	cell delay, ps
multiplexers	1	440
buffers and inverters	3	500
adder cells (fa/ha/maj)	1	150
[synthesized netlist by cell type (all sizes together)]
library cell  count  area (µm²)
buf               2        15.0
conb              1        3.75
inv              12        45.0
ha                8         100
nor2              4        15.0
nand2             1        3.75
mux4              4         105
[kinds of logic (layout without fill, tap and decap cells)]
| kind of cell | after synthesis | in the layout | synth area share [%] |
|---|---|---|---|
| buffers and inverters | 14 | 37 | 20.9 |
| muxes | 4 | 4 | 36.5 |
| other | 1 | 2 | 1.30 |
| adders and majority gates | 8 | 8 | 34.8 |
| and+or+nand+nor | 5 | 5 | 6.52 |
[how the worst min path moves through the flow]
stage | startpoint | endpoint | depth (start not counted)
CTS | in[2] | out[2] | 4
global route | a[1] | out[3] | 3
finish | a[1] | out[3] | 3
[final cells by class]
type,count,share of cell area (%)
timing repair buffer,25,36.2
multi-input combinational,19,43.9
tap,46,11.2
inverter,12,8.74
[where the power goes]
part	switching (mW)	internal, mW	total (mW)
registers	0	0	0
clock network	0	0	0
logic	0.0299	0.0533	0.0831
[routing by layer]
| metal | global-route usage [%] | routed length [µm] | up-vias |
|---|---|---|---|
| met5 | 0 | 0 | - |
| met4 | 0 | 0 | 0 |
| met3 | 0.909 | 80 | 0 |
| li1 | - | - | 144 |
| met2 | 4.09 | 359 | 12 |
| met1 | 4.21 | 456 | 108 |
[what timing repair did]
item	CTS	global route
setup endpoints to repair	8	8
hold endpoints to repair	0	0
pin swaps	0	1
gates resized	33	16
Power figures rest on the tool's default switching activity, not on a simulated workload.
