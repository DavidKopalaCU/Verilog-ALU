<file path="design/flow/run.sh">
#!/bin/bash
# OpenROAD 26Q1-2900-gdf79404cd8, Yosys 0.63+post, stock flow scripts
make -C /OpenROAD-flow-scripts/flow DESIGN_CONFIG=/design/flow/config.mk WORK_HOME=/design/flow/orfs finish
</file>
<file path="design/flow/config.mk">
export PLATFORM = sky130hd
export DESIGN_NAME = magic_mode
export DESIGN_NICKNAME = magic_mode
export VERILOG_FILES = /design/flow/design.v
export SDC_FILE = /design/flow/constraint.sdc
export NUM_CORES = 4
export LEC_CHECK = 1
export CORE_AREA = 10 10 72 72
export DIE_AREA = 0 0 82 82
</file>
<file path="design/flow/constraint.sdc">
current_design magic_mode

set clk_period 3.2
set clk_io_pct 0.2

create_clock -name clk0 -period $clk_period [get_ports {clk_cnt}]

set non_clock_inputs [all_inputs -no_clocks]
set_input_delay [expr $clk_period * $clk_io_pct] -clock clk0 $non_clock_inputs
set_output_delay [expr $clk_period * $clk_io_pct] -clock clk0 [all_outputs]
</file>
<file path="design/flow/design.v">
module magic_mode (
	input				[31:0]	clk_cnt,
	output		reg [9:0]		leds
);
reg dir;
always @(posedge clk_cnt[20])
begin
	if (leds == 0)
	begin: leds_0
		leds <= 1;
	end  
	else
	begin: else_leds_0
		if (dir == 1)
		begin: dir_1
			leds = leds >> 1;
		end  
		else
		begin: dir_0
			leds = leds << 1;
		end  
		if (leds == 1 || leds == 10'b1000000000)
		begin: end_case
			dir = !dir;
		end
	end  
end
endmodule
</file>
==> impl_metrics.tcl <==
# metrics dict for downstream scripts
set metrics [dict create \
    clk_path_buf_depth 2 \
    clkLatencyLatePin_ps 210 \
    clockPowerShare 0.456 \
    syn_area_sq_um 410 \
    cts_resized 0 \
    ys_ff 11 \
    ir_worst_vdd_mv 0.321 \
    syn_area_per_cell_sq_um 13.7 \
    areaGrowthSynthToFinish_pct 48.8 \
    crit_chain "clkdlybuf4s50_1" \
    yosysSeqAreaShare 0.561 \
    initCoreUtil 0.111 \
    slew_violations 0 \
    die_w_microns 82 \
    end_kind "output pin" \
    layout_top_cells "dfxtp_1 (10), clkdlybuf4s50_1 (10), mux2_2 (8)" \
    die_h_microns 82 \
    final.setup.tns_ps 0 \
    status "completed" \
    h-tree-depth 1 \
    drive_gt1_frac 0.349 \
    start_kind "flip-flop" \
    pin_count 42 \
    cpPeakStageDelay_ps 520 \
    p_switching_uw 31.5 \
    period_needed_ps 1760 \
    grt_usage 0.0267 \
    grt_pass1_vias 280 \
    detail_route.wl_per_cell_microns 9.63 \
    worst_pin_slew_ps 432 \
    postRouteAntennaNets 0 \
    ys.warnings.count 1 \
    hold_class "reg2reg" \
    hold_viol 0 \
    ys_cells 30 \
    timing.fmax_ghz 0.568 \
    crit_slowest_cell "clkdlybuf4s50_1" \
    crit_fanout 6 \
    chip_area_sq_mm 0.00672 \
    slew-limit-headroom 0.712 \
    grt_first_pass_wirelength_mm 1.41 \
    root_buffer "clkbuf_8" \
    yosys.cell_types.count 14 \
    pwr-share-comb 0 \
    diodes 0 \
    fin_skew_ps 0.412 \
    arrival_ps 1120 \
    critical_path_buf_inv_count 1 \
    syn_inst 30 \
    tritoncts "yes" \
    seqPwrFrac 0.544 \
    power.density_mw_per_mm2 420 \
    drc 0 \
    via_per_inst 2.93 \
    ys_area_sq_um 410 \
    rsz0062_at_grt "no" \
    intPower_uw 225 \
    maxCapViolations 0 \
    port-buffer-count 10 \
    cp_data_required_time_ps 2560 \
    cts_buffers 3 \
    r2r.worst_path.cells 2 \
    setup_viol 0 \
    clock-sinks 11 \
    holdBufCountCts 0 \
    cp.depth 1 \
    warning_count 81 \
    drtPass1Iterations 2 \
    fin_crit_sh 0.550 \
    wirelength_microns 876 \
    drtIter0Drc 9 \
    cp_top_family "buffers and inverters" \
    post_cts_buffers 0 \
    hold_depth 2 \
    grt-ovfl-total 0 \
    clk_pin_slew_ps 40 \
    swShare 0.123 \
    p_leak_uw 0.000218 \
    vias 267 \
    fp.coreArea_sq_mm 0.00369 \
    antenna_found_initial 0 \
    path_class "reg2out" \
    rows 22 \
    place_congestion 0.751 \
    report.power.total_uw 257 \
    grt_start_max_net_pins 14 \
]
per-stage QoR:
stage	utilization	worst slack, ps	cells	hold WS [ps]	cell area (sq um)
after floorplan	-	1750	30	465	410
after global placement	0.153	1530	87	516	566
after detailed placement	0.153	1500	87	518	566
after CTS	0.166	1390	91	524	611
after global routing	0.166	1330	91	563	611
final	0.166	1440	91	528	611
kinds of logic (layout without fill, tap and decap cells):
logic type             count (synthesis)  in the layout  synth area share
DFF                                   11             11             0.561
muxes                                  8              8             0.220
and+or+nand+nor                        7              7             0.137
AOI/OAI and AO/OA                      2              2            0.0610
buffers and inverters                  2             15            0.0213
layout make-up:
type	instances	area, sq um
clock buffer	4	45.0
sequential	11	230
inverter	1	3.75
timing repair buffer	10	100
fill	416	3080
tap	48	60.1
multi-input combinational	17	171
cells in the mapped netlist, drive strengths merged:
cell    number  share of area
nand2        1         0.0091
mux2         8           0.22
or4          2          0.046
buf          1          0.012
inv          1         0.0091
nor2b        1          0.015
or4b         1          0.024
a211oi       1          0.030
dfxtp       10           0.49
or4bb        1          0.027
o31ai        1          0.030
or2          1          0.015
edfxtp       1          0.073
sequential cells by signal (all words and copies together) (netlist names):
register / flops
dir: 1
leds: 10
layer usage:
layer,vias up,share of wire,wire (microns),track usage
met2,8,0.33,286,0.0266
met4,0,0,0,0
met3,0,0.087,76,0.0209
met5,-,0,0,0
li1,139,-,-,-
met1,120,0.58,512,0.0430
final timing paths:
kind,to,slack [ps],start
min,leds[0],530,leds[1]
max reg2reg,dir,1500,dir
min reg2reg,leds[0],530,leds[1]
max,leds[1],1440,leds[1]
worst reg2reg max path, cell delays in order, from the launching register on:
cell      delay, ps
edfxtp_1        570
or4b_1          600
a211oi_2        230
power by group through the flow:
stage | logic (uW) | registers [uW] | clock network (uW)
CTS | 0.000103 | 139 | 139
global route | 0.000103 | 139 | 147
finish | 0.000103 | 139 | 117
No activity file was given, so power comes from the tool's default toggle rates.
